[flow/run.sh]
#!/bin/bash
# OpenROAD 26Q1-2900-gdf79404cd8, Yosys 0.63+post, stock flow scripts
make -C /OpenROAD-flow-scripts/flow DESIGN_CONFIG=/design/flow/config.mk WORK_HOME=/design/flow/orfs finish
[flow/config.mk]
export PLATFORM = sky130hd
export DESIGN_NAME = Hazard_detection
export DESIGN_NICKNAME = Hazard_detection
export VERILOG_FILES = /design/flow/design.v
export SDC_FILE = /design/flow/constraint.sdc
export NUM_CORES = 4
export LEC_CHECK = 1
export CORE_AREA = 10 10 70 70
export DIE_AREA = 0 0 80 80
[flow/constraint.sdc]
current_design Hazard_detection

set clk_period 1.7
set clk_io_pct 0.2

create_clock -name clk0 -period $clk_period

set non_clock_inputs [all_inputs -no_clocks]
set_input_delay [expr $clk_period * $clk_io_pct] -clock clk0 $non_clock_inputs
set_output_delay [expr $clk_period * $clk_io_pct] -clock clk0 [all_outputs]
[flow/design.v]
`timescale 1ns / 1ps
module Hazard_detection(
    input id_ex_mem_read,
    input [4:0] id_ex_destination_reg,
    input [4:0] if_id_rs, if_id_rt,
    input branch_taken, jump,
    output reg Data_Hazard,
    output reg IF_Flush
    );
    always @(*)
    begin
        if((id_ex_mem_read == 1'b1) &
           ((id_ex_destination_reg == if_id_rs) | (id_ex_destination_reg == if_id_rt)) )
           Data_Hazard = 1'b0;
        else
            Data_Hazard = 1'b1;
        IF_Flush = branch_taken | jump;
    end
endmodule
==> flow_metrics.tcl <==
# yosys + openroad results
set metrics [dict create \
    run_status "complete, no violations" \
    core_util_floorplan 0.0374 \
    viasPerCell 2.21 \
    fin_crit_ns 1.61 \
    grt_pass1_wl_um 1120 \
    worstHoldStart "id_ex_destination_reg[2]" \
    dr.max_layer_used "met3" \
    nClkBuffers 0 \
    synth-seq-area-share 0 \
    area.growth.synth_to_final_pct 211 \
    total_power_mw 0.0691 \
    drtAntennaViolNets 0 \
    antenna-diode-count 0 \
    final_util 0.116 \
    post_route_cells_drive_above_1_share 0.171 \
    antenna_found_initial 0 \
    synth.area.top_cells "sky130_fd_sc_hd__xor2_1 (55%), sky130_fd_sc_hd__xnor2_1 (14%), sky130_fd_sc_hd__nor4_2 (9.8%)" \
    die_h_um 80 \
    post_synth_ao_oa_area_fraction 0.0686 \
    met2_length_um 347 \
    syn-mean-instance-area_um2 8.51 \
    synthesis.instances 15 \
    mux_area_frac 0 \
    timing.slew.headroom 0.839 \
    drv_cap 0 \
    synthSimpleGateAreaFrac 0.245 \
    adder_share 0 \
    hold_path_class "input pin to output port" \
    ys_types 7 \
    combinational_family_with_the_most_area_after_synthesis "XOR/XNOR gates" \
    die.size.x_um 80 \
    worst-path-max-fanout 2 \
    timing.setup.critical_path_class "input pin to output port" \
    route.vias.total 179 \
    cts-hold-fix-buffers 0 \
    first_iter_violations 0 \
    report.final.slew_viol_count 0 \
    timing_worst_slew_pin_value_ns 0.240 \
    top_level_ports 20 \
    number_of_standard_cells_reported_by_yosys 15 \
    power_density_nw_per_um2 174 \
    final-instance-count-excl-fill 81 \
    routed_wl_um 753 \
    critPathCaptureType "output port" \
    grt_overflow 0 \
    holdWs_ns 1.15 \
    ff_count 0 \
    share_of_the_synthesized_area_in_the_top_cell_type 0.549 \
    wl_met3_um 56 \
    library_cell_with_the_largest_summed_area_after_synthesis "sky130_fd_sc_hd__xor2_1" \
    worst_ir_drop_on_vdd_mv 0.0571 \
    setup_viol 0 \
    crit_arrival_ns 1.27 \
    count_of_input_and_output_buffers 20 \
    route.layer.met1.wl_um 349 \
    core_region_area_um2 3420 \
    first_global_vias 227 \
    router_iterations_before_antenna_repair 1 \
    required_ns 1.36 \
    grt_start_max_net_pins 3 \
    wire_per_inst_um 9.30 \
    fmaxAchievable_mhz 623 \
    gpl.final_weighted_congestion 0.744 \
    hold_violations 0 \
    worstSetupStartpoint "id_ex_destination_reg[1]" \
    ys.warnings.count 1 \
    global_route.usage.total 0.0219 \
    timing.critical_path.from_type "input pin" \
    tool_warnings 33 \
    drcViolationCount 0 \
    grt_setup_unrepaired "false" \
    floorplan.rows 21 \
    leakage_nw 0.197 \
    yosys-stat-area_um2 128 \
    synth-xor-area-share 0.686 \
    min_period_over_period 0.944 \
    placed_area_um2 385 \
    stdcell_area_um2 397 \
    final-comb-area_um2 141 \
    chipArea_um2 6400 \
    fill_cells 407 \
    syn_std_cell_area_um2 128 \
    place_hpwl_um 707 \
    seq_area_um2 0 \
    placed_cells_incl_taps 81 \
]
==> cell type report <==
| class | count | share of cell area |
|---|---|---|
| timing repair buffer | 20 | 0.498 |
| tap | 46 | 0.145 |
| multi-input combinational | 15 | 0.356 |
==> layout by cell type (no fill, tap or decap) <==
master | synthesis | layout
sky130_fd_sc_hd__clkdlybuf4s50_1 | 0 | 3
sky130_fd_sc_hd__clkbuf_2 | 0 | 1
sky130_fd_sc_hd__buf_2 | 0 | 1
sky130_fd_sc_hd__dlygate4sd2_1 | 0 | 8
sky130_fd_sc_hd__and2_0 | 1 | 1
sky130_fd_sc_hd__xor2_2 | 0 | 1
sky130_fd_sc_hd__xor2_1 | 8 | 7
sky130_fd_sc_hd__dlymetal6s2s_1 | 0 | 7
sky130_fd_sc_hd__or2_2 | 1 | 1
sky130_fd_sc_hd__nor4_2 | 1 | 2
sky130_fd_sc_hd__xnor2_1 | 2 | 2
sky130_fd_sc_hd__a32oi_1 | 1 | 1
==> report_power, final <==
group | internal [mW] | total (mW) | switching, mW
sequential | 0 | 0 | 0
clock | 0 | 0 | 0
combinational | 0.0433 | 0.0691 | 0.0258
total | 0.0433 | 0.0691 | 0.0258
==> final timing paths <==
path	end	slack, ns	cells after the start
max	Data_Hazard	0.09	5
min	Data_Hazard	1.15	4
==> layer usage <==
| layer | up-vias | GRT usage |
|---|---|---|
| li1 | 91 | - |
| met5 | - | 0 |
| met3 | 0 | 0.00795 |
| met1 | 79 | 0.0264 |
| met2 | 9 | 0.0385 |
| met4 | 0 | 0 |
==> what timing repair did <==
item	in CTS	in global routing
pin swaps	5	4
resized	13	10
endpoints found under the setup margin	2	1
setup buffers	0	0
==> critical path: stages <==
cell	delay, ns
sky130_fd_sc_hd__dlygate4sd2_1	0.26
sky130_fd_sc_hd__xor2_1	0.16
sky130_fd_sc_hd__nor4_2	0.25
sky130_fd_sc_hd__a32oi_1	0.13
sky130_fd_sc_hd__buf_2	0.13
==> stage by stage <==
stage	setup TNS, ns	setup WS [ns]
after global placement	-0.587	-0.511
after global routing	0	0.00818
after detailed placement	-0.596	-0.509
final	0	0.0945
after CTS	-0.0719	-0.0719
after floorplan	0	0.533
==> logic make-up (layout without fill, tap and decap cells) <==
logic type,after synthesis,in the layout
AND/OR/NAND/NOR,4,4
buffers and inverters,0,20
AND-OR/OR-AND,1,1
XOR/XNOR,10,10
==> synthesized netlist by cell type, drive strengths merged <==
| library cell | number |
|---|---|
| or2 | 1 |
| xor2 | 8 |
| nor4 | 2 |
| a32oi | 1 |
| and2 | 1 |
| xnor2 | 2 |
